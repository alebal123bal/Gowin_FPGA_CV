<file path="./run.sh">
#!/bin/bash
# OpenROAD 26Q1-2900-gdf79404cd8, Yosys 0.63+post, stock flow scripts
make -C /OpenROAD-flow-scripts/flow DESIGN_CONFIG=/design/flow/config.mk WORK_HOME=/design/flow/orfs finish
</file>
<file path="./config.mk">
export PLATFORM = sky130hd
export DESIGN_NAME = print_module
export DESIGN_NICKNAME = print_module
export VERILOG_FILES = /design/flow/design.v
export SDC_FILE = /design/flow/constraint.sdc
export NUM_CORES = 4
export LEC_CHECK = 1
export CORE_AREA = 10 10 89 89
export DIE_AREA = 0 0 99 99
</file>
<file path="./constraint.sdc">
current_design print_module

set clk_period 2.2
set clk_io_pct 0.2

create_clock -name clk0 -period $clk_period [get_ports {print_clk}]

set non_clock_inputs [all_inputs -no_clocks]
set_input_delay [expr $clk_period * $clk_io_pct] -clock clk0 $non_clock_inputs
set_output_delay [expr $clk_period * $clk_io_pct] -clock clk0 [all_outputs]
</file>
<file path="./design.v">
parameter WDEPTH = 16384;
parameter ASIZE = 14;
parameter WDSIZE = 16;
parameter RDEPTH = 32768;
parameter RASIZE = 15;
parameter RDSIZE = 8;
parameter AFULL = 14000;
parameter AEMPT = 2000;
module print_module (
    input wire print_clk,
    output wire uart_txp
);
  parameter STR = 0;
  parameter HEX = 1;
  reg [7:0] print_seq[255:0];
  reg [7:0] seq_head = 8'd0;
  reg [7:0] seq_tail = 8'd0;
  reg [1023:0] print_buffer = 1024'h0;
  reg [6:0] print_buffer_pointer = 7'd0;
  reg last_spin_state = 0;
  reg spin_state = 0;
  reg [6:0] print_length;
  reg print_type;
  parameter PRINT_IDLE_STATE = 0;
  parameter PRINT_WAIT_STATE = 1;
  parameter PRINT_WORK_STATE = 2;
  parameter PRINT_CONV_STATE = 3;
  reg [1:0] print_state = PRINT_IDLE_STATE;
  reg [7:0] hex_lib[0:15];
  initial begin
    hex_lib[4'h0] = 8'h30;
    hex_lib[4'h1] = 8'h31;
    hex_lib[4'h2] = 8'h32;
    hex_lib[4'h3] = 8'h33;
    hex_lib[4'h4] = 8'h34;
    hex_lib[4'h5] = 8'h35;
    hex_lib[4'h6] = 8'h36;
    hex_lib[4'h7] = 8'h37;
    hex_lib[4'h8] = 8'h38;
    hex_lib[4'h9] = 8'h39;
    hex_lib[4'hA] = 8'h61;
    hex_lib[4'hB] = 8'h62;
    hex_lib[4'hC] = 8'h63;
    hex_lib[4'hD] = 8'h64;
    hex_lib[4'hE] = 8'h65;
    hex_lib[4'hF] = 8'h66;
  end
  always @(posedge print_clk) begin
    last_spin_state <= spin_state;
    case (print_state)
      PRINT_IDLE_STATE: begin
        if (spin_state != last_spin_state) begin
          print_state <= PRINT_WAIT_STATE;
        end
      end
      PRINT_WAIT_STATE: begin
        print_state <= PRINT_WORK_STATE;
        print_buffer_pointer <= (print_type == STR) ? 7'd127 : 7'd127;
      end
      PRINT_WORK_STATE: begin
        if (print_type == STR) begin
          if (print_buffer[print_buffer_pointer*8+7-:8] != 8'd0) begin
            print_seq[seq_tail] <= print_buffer[print_buffer_pointer*8+7-:8];
            seq_tail <= seq_tail + 8'd1;
          end else begin
            print_state <= PRINT_IDLE_STATE;
          end
          print_buffer_pointer <= print_buffer_pointer - 7'd1;
          if (print_buffer_pointer == 7'd0) begin
            print_state <= PRINT_IDLE_STATE;
          end
        end else begin
          print_seq[seq_tail] <= hex_lib[print_buffer[print_buffer_pointer*8+7-:4]];
          seq_tail <= seq_tail + 8'd1;
          print_state <= PRINT_CONV_STATE;
        end
      end
      PRINT_CONV_STATE: begin
        print_seq[seq_tail] <= hex_lib[print_buffer[print_buffer_pointer*8+3-:4]];
        seq_tail <= seq_tail + 8'd1;
        print_state <= PRINT_WORK_STATE;
        print_buffer_pointer <= print_buffer_pointer - 7'd1;
        if (print_buffer_pointer == print_length) begin
          print_state <= PRINT_IDLE_STATE;
        end
      end
    endcase
  end
  reg uart_en;
  wire uart_bz;
  uart_tx_V2 tx (
      print_clk,
      print_seq[seq_head],
      uart_en,
      uart_bz,
      uart_txp
  );
  always @(posedge print_clk) begin
    uart_en <= 1'b0;
    if (uart_en && uart_bz) begin
      seq_head <= seq_head + 8'd1;
    end
    if (seq_head != seq_tail && !uart_bz) begin
      uart_en <= 1'b1;
    end
  end
  task int_print(input [1023:0] strin,   
                 input [7:0] type_length  
    );
    begin
      if (print_state == PRINT_IDLE_STATE) begin
        spin_state <= ~spin_state;
        if (type_length == STR) begin
          print_type <= STR;
        end else begin
          print_type <= HEX;
          print_length <= 8'd128 - type_length;
        end
        print_buffer <= strin;
      end
    end
  endtask
endmodule
module uart_tx_V2 (
    input wire clk,
    input wire [7:0] din,
    input wire wr_en,
    output wire tx_busy,
    output reg tx_p
);
  initial begin
    tx_p = 1'b1;
  end
  parameter clk_freq = 27000000;
  parameter uart_freq = 115200;
  localparam STATE_IDLE = 2'b00;
  localparam STATE_START = 2'b01;
  localparam STATE_DATA = 2'b10;
  localparam STATE_STOP = 2'b11;
  reg [7:0] localdin;
  reg localwr_en;
  always @(*) begin
    localdin   <= din;
    localwr_en <= wr_en;
  end
  reg [7:0] data = 8'h00;
  reg [2:0] bitpos = 3'h0;
  reg [1:0] state = STATE_IDLE;
  wire tx_clk;
  localparam TX_CLK_MAX = (clk_freq / uart_freq) - 1;
  reg [$clog2(TX_CLK_MAX+1)+1:0] tx_clkcnt;
  assign tx_clk = (tx_clkcnt == 0);
  initial tx_clkcnt = 0;
  always @(posedge clk) begin
    if (tx_clkcnt >= TX_CLK_MAX) tx_clkcnt <= 0;
    else tx_clkcnt <= tx_clkcnt + 1;
  end
  always @(posedge clk) begin
    case (state)
      STATE_IDLE: begin
        if (localwr_en) begin
          state  <= STATE_START;
          data   <= localdin;
          bitpos <= 3'h0;
        end
      end
      STATE_START: begin
        if (tx_clk) begin
          tx_p  <= 1'b0;
          state <= STATE_DATA;
        end
      end
      STATE_DATA: begin
        if (tx_clk) begin
          if (bitpos == 3'h7) state <= STATE_STOP;
          else bitpos <= bitpos + 3'h1;
          tx_p <= data[bitpos];
        end
      end
      STATE_STOP: begin
        if (tx_clk) begin
          tx_p  <= 1'b1;
          state <= STATE_IDLE;
        end
      end
      default: begin
        tx_p  <= 1'b1;
        state <= STATE_IDLE;
      end
    endcase
  end
  assign tx_busy = (state != STATE_IDLE);
endmodule
</file>
==> deck_impl_summary.md <==
Flow Results at a Glance

Run status
  • Run status: finished clean

Final layout
  • Fraction of final layout cells with drive strength greater than 1: a little over 7%
  • Relative area change from synthesis to final layout: 12.83%
  • Finished Core Util: ~23%

Synthesis
  • Synth warnings: 10
  • Post-synthesis instance total: about 110
  • Number of synthesized register bits: 25
  • Count of different cell masters after synthesis: 29
  • Mapped Area: between 1000 and 1500 sq um
  • Fraction of the yosys area taken by sequential cells: 52.57%
  • Cells in synth_stat.txt: roughly 110
  • Mean instance size in the synthesized netlist: between 10 and 15 sq um
  • Total cell area reported by yosys after synthesis: about 1200 sq um

Routing
  • Total length of routed wires: about 1.6 mm
  • Vias: 702
  • 1st-pass router iterations: 4
  • Antenna-violating nets left: 0
  • Antenna diode count: 0
  • Via density: around 3.7
  • DR DRC count: 0
  • Initial DRC Count: 18
  • Drt wl/cell: around 8.3 um

Clock tree
  • Clock Path Buffers: 2
  • CTS tree: built
  • H-Tree Level Count: 1
  • Post-CTS setup buffer count: 0
  • CTS Buf Count: 3
  • Insertion Delay late pin: ~0.26 ns
  • Cell resize tally after clock tree synthesis: 0
  • Clock Pin Slew Worst Setup and Hold Paths: 0.08 ns
  • TritonCTS Sinks: 25
  • Root Buffer: sky130_fd_sc_hd__clkbuf_8
  • Post-cts hold-fix buffer tally: 0

Timing
  • Hold Violations, Final: 0
  • Setup repair after global routing missed its margin: false
  • Pins Over Slew Limit: 0
  • Max Clock Skew: 0.002246 ns
  • Final TNS setup: 0 ns
  • Worst slew margin relative to its limit: between 60% and 70%
  • Setup slack after layout: 0.3914 ns
  • Transition at the pin with the smallest max-transition slack: 0.5419 ns
  • Endpoints failing setup: 0
  • Fraction of the cycle the final worst path needs: 82.21%
  • Minimum period implied by the final worst setup slack: 1.809 ns
  • Top achievable clock speed: around 0.55 GHz

Setup path
  • Path type of the worst setup path: flip-flop to flip-flop
  • Worst Path Required: ~2.1 ns
  • Reg-to-Reg Start: tx.state[0]
  • Type of element capturing the critical path: flip-flop
  • Startpoint type of the worst setup path: flip-flop
  • FF-to-FF End: tx.state[1]
  • Maximum fanout count along the critical path: 8
  • R2R cell count: 5
  • Worst EP arrival: between 1.5 and 2 ns
  • R2r setup slk: 0.39 ns

Pwr
  • Reported leakage power: 0.4955 nW
  • VDD IR-drop max: roughly 0.00042 V
  • Ratio of total power to cell area: approximately 1100 nW/um^2

Place
  • Placement Setup Slack: approximately 0.38 ns
  • IO Port Bufs: 1
  • Half-perimeter wire length after detailed placement: approximately 1.2 mm
  • Global placer's final weighted congestion: between 0.7 and 0.8

Hold path
  • WHS Endpoint: tx.tx_clkcnt[0]
  • Hold Startpoint: tx.tx_clkcnt[0]
  • Hold depth: 1
  • Class of the most critical hold timing path: flip-flop to flip-flop

Floorplan
  • Area of the die: ~10000 sq um
  • Die height: 99 um
  • Total core area: between 5000 and 6000 sq um
  • Core utilization at floorplan: between 20 and 25%
  • Ports placed on the boundary: 2
  • Horizontal die size: around 99 um
  • Row cnt: 28

GRT
  • Pin count of the biggest net entering global routing: 14
  • Final global-route overflow total: 0
  • Global routing usage summed across all routing layers: 3.301%
  • Wire length of the first global-routing pass: between 2 and 3 mm
  • Vias in the first global route: approximately 660
  • Initial antenna violation count: 0

Flow run
  • Maximum capacitance violations: 0
  • Tool Warnings: 32
==> layer usage <==
metal  track usage (%)  part of all wire, %  routed length [um]  vias up
met4            0.4410                  1.3                  20        0
met5                 0                    0                   0        -
met2             4.810                   39                 602        3
met3            0.8457                  2.3                  36        4
met1             4.915                   57                 892      309
li1                  -                    -                   -      386
==> cell families (layout without fill, tap and decap cells) <==
logic type	count (synthesis)	count (layout)	synth area share, %
AND/OR/NAND/NOR	42	42	19.71
flip-flops	25	25	52.57
adder cells (fa/ha/maj)	12	12	12.32
AND-OR/OR-AND	9	9	5.853
XOR/XNOR	9	9	6.468
buffers and inverters	9	14	2.772
other	1	2	0.3077
==> worst max path at each step <==
stage	to	slack, ns	cells past startpoint	from
after global routing	tx.state[1]	0.22	5	tx.tx_clkcnt[0]
final	tx.state[1]	0.39	5	tx.state[0]
after CTS	tx.state[1]	0.36	5	tx.tx_clkcnt[0]
==> cell usage after synthesis, drive strengths merged <==
library cell / count / share of area (%)
a21boi: 1 / 0.62
a21oi: 4 / 1.6
a31oi: 1 / 0.51
and2: 2 / 1.0
and3: 2 / 1.0
clkbuf: 1 / 0.31
conb: 1 / 0.31
dfxtp: 11 / 18
edfxtp: 14 / 34
ha: 12 / 12
inv: 8 / 2.5
nand2: 3 / 0.92
nand2b: 1 / 0.51
nand3: 7 / 2.9
nand4: 1 / 0.51
nor2: 9 / 2.8
nor2b: 5 / 2.6
nor3: 2 / 0.82
nor3b: 1 / 0.62
nor4: 3 / 2.1
nor4b: 2 / 2.0
o21ai: 2 / 0.82
o41ai: 1 / 2.3
or2: 1 / 0.51
or3: 3 / 1.5
xnor2: 5 / 3.6
xor2: 4 / 2.9
==> worst max-delay path, cell delays in order (launching register included) <==
cell                       delay, ns
sky130_fd_sc_hd__edfxtp_1       0.38
sky130_fd_sc_hd__inv_1          0.09
sky130_fd_sc_hd__ha_1           0.27
sky130_fd_sc_hd__nor3_1         0.20
sky130_fd_sc_hd__a31oi_1        0.08
sky130_fd_sc_hd__nor4_1         0.45
==> placed cells by master, fill, tap and decap left out, types with 2 or more instances in the layout <==
master                     instances
sky130_fd_sc_hd__edfxtp_1         14
sky130_fd_sc_hd__ha_1             12
sky130_fd_sc_hd__dfxtp_1          11
sky130_fd_sc_hd__o21ai_0           2
sky130_fd_sc_hd__nor3_1            2
sky130_fd_sc_hd__a21oi_1           4
sky130_fd_sc_hd__nor2b_1           5
sky130_fd_sc_hd__and3_1            2
sky130_fd_sc_hd__clkbuf_8          3
sky130_fd_sc_hd__inv_1             8
sky130_fd_sc_hd__xnor2_1           5
sky130_fd_sc_hd__nor2_1            9
sky130_fd_sc_hd__nor4_1            2
sky130_fd_sc_hd__nand3_1           7
sky130_fd_sc_hd__xor2_1            4
sky130_fd_sc_hd__nand2_1           3
sky130_fd_sc_hd__and2_1            2
sky130_fd_sc_hd__or3_1             3
sky130_fd_sc_hd__conb_1            2
==> per-stage QoR <==
step                      cell area (sq um)  hold WS [ns]  power [mW]  instances
after floorplan                        1222        0.4557       1.096        108
after global placement                 1330        0.4786       1.216        184
after detailed placement               1330        0.4854       1.211        184
after CTS                              1375        0.5046       1.475        188
after global routing                   1375        0.5609       1.573        188
final                                  1375        0.4963       1.451        188
==> flip-flops by register name (all words and copies together) (netlist names) <==
register / count
tx.tx_clkcnt: 10
seq_head: 8
tx.bitpos: 3
tx.state: 2
tx.tx_p: 1
uart_en: 1
==> report_power, final <==
part / internal (mW) / total, mW / leakage, nW / switching (mW)
clock network: 0.129 / 0.254 / 0.0228 / 0.126
logic: 0.208 / 0.435 / 0.251 / 0.227
registers: 0.685 / 0.761 / 0.222 / 0.0760
total: 1.02 / 1.45 / 0.495 / 0.428
==> area by class of cell <==
type                       count  area (sq um)
timing repair buffer           2         17.52
fill                         621          4616
inverter                       8         30.03
tap                           75         93.84
sequential                    25         640.6
multi-input combinational     74         548.0
clock buffer                   4         45.04
No activity file was given, so power comes from the tool's default toggle rates.
